### flow/design.v
module BCDTo7Segment(
    input [15:0] i_BCD,
    output [7:0] o_data_0,
    output [7:0] o_data_1,
    output [7:0] o_data_2,
    output [7:0] o_data_3
);
    assign o_data_0 = conversion_BCD(i_BCD[3:0]);
    assign o_data_1 = conversion_BCD(i_BCD[7:4]);
    assign o_data_2 = conversion_BCD(i_BCD[11:8]);
    assign o_data_3 = conversion_BCD(i_BCD[15:12]);
    function [7:0]conversion_BCD(
        input [3:0] i_BCD
    );
        case(i_BCD)
            4'b0000 : conversion_BCD = 8'b00111111;  
            4'b0001 : conversion_BCD = 8'b00000110;  
            4'b0010 : conversion_BCD = 8'b01011011;  
            4'b0011 : conversion_BCD = 8'b01001111;  
            4'b0100 : conversion_BCD = 8'b01100110;  
            4'b0101 : conversion_BCD = 8'b01101101;  
            4'b0110 : conversion_BCD = 8'b01111101;  
            4'b0111 : conversion_BCD = 8'b00000111;  
            4'b1000 : conversion_BCD = 8'b01111111;  
            4'b1001 : conversion_BCD = 8'b01101111;  
            default : conversion_BCD = 8'b01111001;  
        endcase
    endfunction
endmodule
module BinToBCD(
    input i_clk,
    input i_rst,
    input [13:0] i_count,
    output reg [15:0] o_BCD
);
    reg [13:0] temp1 = 14'b0;
    reg [13:0] temp2 = 14'b0;
    reg [13:0] thousands = 14'b0;
    reg [13:0] hundreds = 14'b0;
    reg [13:0] tens = 14'b0;
    reg [13:0] ones = 14'b0;
    always @(posedge i_clk) begin
        if (i_rst) begin
            o_BCD <= 16'b0;
        end else begin
            thousands = i_count / 14'd1000;
            temp1 = i_count - thousands * 14'd1000;
            hundreds = temp1 / 14'd100;
            temp2 = temp1 - hundreds * 14'd100;
            tens = temp2 / 14'd10;
            ones = temp2 - tens * 14'd10;
            o_BCD = {thousands[3:0], hundreds[3:0], tens[3:0], ones[3:0]};
        end
    end
endmodule
module ClockForDisplay(
    input i_clk,
    output reg o_clockForDisplay = 0
);
    reg [16:0] count = 17'b0;
    always @(posedge i_clk) begin
        if (count == 17'b10000011110101100) begin
            count <= 17'b0;
            o_clockForDisplay <= ~o_clockForDisplay;
        end else begin
            count <= count + 1;
        end
    end
endmodule
module Counter(
    input i_rst,
    input i_countUpClicked,
    output reg [13:0] o_count
);
    always @(posedge i_countUpClicked or posedge i_rst) begin
        if(i_rst) begin
            o_count <= 14'b0;
        end else begin
            o_count <= o_count + 1;
        end
    end
endmodule
module DigitSelect(
    input i_clk,
    input i_rst,
    output reg [1:0] o_ctrl = 2'b00,
    output reg [3:0] o_digitSelect = 4'b1110 
);
    always @(posedge i_clk) begin
        if (i_rst) begin
            o_ctrl <= 2'b00;
            o_digitSelect <= 4'b1110;
        end else begin
            o_ctrl = o_ctrl + 1;
            case (o_ctrl)
                2'b00 : o_digitSelect = 4'b1110;
                2'b01 : o_digitSelect = 4'b1101;
                2'b10 : o_digitSelect = 4'b1011;
                2'b11 : o_digitSelect = 4'b0111;
                default : o_digitSelect = 4'b1111;  
            endcase
        end
    end
endmodule
module MUX(
    input [7:0] i_data_0,
    input [7:0] i_data_1,
    input [7:0] i_data_2,
    input [7:0] i_data_3,
    input [1:0] i_ctrl,
    output [7:0] o_data
);
    assign o_data = (i_ctrl == 2'b00) ? i_data_0 :
                    (i_ctrl == 2'b01) ? i_data_1 :
                    (i_ctrl == 2'b10) ? i_data_2 :
                    (i_ctrl == 2'b11) ? i_data_3 :
                    8'b0;
endmodule
module TOP(
    input i_clk,
    input i_rst,
    input i_countUpClicked,
    output [3:0] o_digitSelect,
    output [7:0] o_LED
);
    assign not_i_rst = ~i_rst;
    assign not_i_countUpClicked = ~i_countUpClicked;
    wire [13:0] count;
    Counter Counter(
        .i_rst(not_i_rst),
        .i_countUpClicked(not_i_countUpClicked),
        .o_count(count)
    );
    wire [15:0] BCD;
    BinToBCD BinToBCD(
        .i_clk(i_clk),
        .i_rst(not_i_rst),
        .i_count(count),
        .o_BCD(BCD)
    );
    wire [7:0] data_0;
    wire [7:0] data_1;
    wire [7:0] data_2;
    wire [7:0] data_3;
    BCDTo7Segment BCDTo7Segment(
        .i_BCD(BCD),
        .o_data_0(data_0),
        .o_data_1(data_1),
        .o_data_2(data_2),
        .o_data_3(data_3)
    );
    wire clockForDispaly;
    ClockForDisplay ClockForDisplay(
        .i_clk(i_clk),
        .o_clockForDisplay(clockForDispaly)
    );
    wire [1:0] ctrl;
    wire [3:0] not_o_digitSelect;
    DigitSelect DigitSelect(
        .i_clk(clockForDispaly),
        .i_rst(not_i_rst),
        .o_ctrl(ctrl),
        .o_digitSelect(not_o_digitSelect)
    );
    assign o_digitSelect = ~not_o_digitSelect;
    wire [7:0] not_data_0;
    wire [7:0] not_data_1;
    wire [7:0] not_data_2;
    wire [7:0] not_data_3;
    assign not_data_0 = ~data_0;
    assign not_data_1 = ~data_1;
    assign not_data_2 = ~data_2;
    assign not_data_3 = ~data_3;
    MUX MUX(
        .i_data_0(not_data_0),
        .i_data_1(not_data_1),
        .i_data_2(not_data_2),
        .i_data_3(not_data_3),
        .i_ctrl(ctrl),
        .o_data(o_LED)
    );
endmodule
### flow/run.sh
#!/bin/bash
# OpenROAD 26Q1-2900-gdf79404cd8, Yosys 0.63+post, stock flow scripts
make -C /OpenROAD-flow-scripts/flow DESIGN_CONFIG=/design/flow/config.mk WORK_HOME=/design/flow/orfs finish
### flow/config.mk
export PLATFORM = sky130hd
export DESIGN_NAME = TOP
export DESIGN_NICKNAME = TOP
export VERILOG_FILES = /design/flow/design.v
export SDC_FILE = /design/flow/constraint.sdc
export NUM_CORES = 4
export LEC_CHECK = 1
export CORE_UTILIZATION = 40
### flow/constraint.sdc
current_design TOP

set clk_period 3.4
set clk_io_pct 0.2

create_clock -name clk0 -period $clk_period [get_ports {i_clk}]

set non_clock_inputs [all_inputs -no_clocks]
set_input_delay [expr $clk_period * $clk_io_pct] -clock clk0 $non_clock_inputs
set_output_delay [expr $clk_period * $clk_io_pct] -clock clk0 [all_outputs]
==> results_slide.txt <==
Physical Implementation Snapshot

Die
  – Number of ports placed on the die boundary: 15
  – Chip Height: ~150 um
  – Core Rows: 55
  – Die span in x: between 150 and 200 um
  – Core utilization at floorplan: 0.409
  – Total die area: ~0.024 mm2
  – CORE AREA: 0.0227 mm2

Finish
  – Register area: 0.00140 mm2
  – Commonest cells after routing, fill and taps aside: ha_1, nor2_1, nand2_1
  – Area of the multi-input gates: 0.00735 mm2
  – Synthesis-to-layout area growth: 5.98%
  – Fin cells: 1479
  – Area of all placed cells without fillers: 0.00985 mm2
  – Number of filler cells placed in the layout: 2285
  – Top cell excl fill/tap: ha_1
  – Fraction of layout cells with a size suffix above 1: 0.0544

Synthesis
  – Yosys stat chip area: 0.00929 mm2
  – Adder-cell share of the synthesized area: 0.189
  – XOR/XNOR Fraction of Synth Area: 0.0927
  – Share of async-settable or async-resettable flops after synthesis: 0.212
  – Post-synth seq share: 0.151
  – Post-Synth Simple-Gate Area: 0.207
  – Flip-flop and latch count after synthesis: between 60 and 70
  – Cell accounting for the most synthesized area: ha_1
  – Mapped cell area: 0.00929 mm2
  – Post-synthesis area per instance: between 7 and 8 um2
  – Area share of the largest cell type after synthesis: 0.151
  – Yosys cell types: 104
  – Instance count of the mapped netlist: roughly 1200
  – # Cells Yosys: 1208
  – Cells taking the most area after synthesis: ha_1, dfxtp_1, xnor2_1
  – Number of synthesis warnings: 7
  – Synth Flop Type: dfxtp_1
  – Main logic family after synthesis: AND-OR/OR-AND gates
  – Number of synthesized flops with an enable pin: 1
  – Compound-Gate Fraction of Synth Area: 0.290
  – Post-synth mux share: 0.0135

Power
  – Leakage component of the power: ~4.6 nW
  – Switching power as a share of total power: 0.177
  – Combinational share of power: 0.023
  – Cell Pwr Density: 124 mW/mm2
  – Sequential cell fraction of total power: 0.456
  – Peak ir drop on the vdd network: 0.222 mV
  – Cell internal power dissipation: 0.00101 W
  – Power spent charging and discharging nets: 0.000216 W
  – Clock network fraction of total power: 0.521

Clock network
  – Cell resize tally after clock tree synthesis: 0
  – Number of buffers added for setup after CTS: 0
  – Clock input transition at the sequential cells of the worst setup and hold paths: approximately 60 ps
  – Htree depth: 2
  – Clock Tree Buf Depth: 2
  – Hold buffer count at CTS: 0
  – Worst-Skew Late Latency: 280 ps
  – CTS tree: built
  – Number of buffers added by the clock tree synthesis step: 5
  – Root buffer cell: clkbuf_16

Critical path
  – Critical path arrival: ~1700 ps
  – Crit path buf inv count: 2
  – Biggest fanout along the worst timing path: 1
  – Kind of critical path: flop to primary output
  – Crit path capture type: primary output
  – Chain of cells forming the critical path: inv_1 -> a221oi_1 -> a21oi_1 -> nand2_1 -> o21ai_0 -> clkdlybuf4s50_1
  – Nature of the critical path startpoint: flop
  – Master of the slowest instance on the critical path: clkdlybuf4s50_1
  – Delay of the slowest cell on the worst path: 420 ps
  – Required time at the worst-slack endpoint: 2720 ps
  – Worst path top cell family by delay: AND-OR/OR-AND gates

Status
  – Status: finished, final reports clean

Global routing
  – Global-route usage over all layers: 0.189
  – Overflow left after global routing: 0
  – Initial antenna violation count: 0
  – First-pass GRT wire length: 37.7 mm
  – Number of global-route vias before repair: 7569
  – Pin count of the biggest net entering global routing: 29

Placement
  – Placement Cell Area: slightly below 0.01 mm2
  – Post-DP HPWL: 16.9 mm
  – Placed instance count: roughly 1500
  – Worst slack at placement: 1120 ps
  – Count of buffers inserted at the top-level ports: 14
  – RePlAce Congestion: 0.927

Final timing
  – Maximum clock rate: approximately 430 MHz
  – Number of unconstrained endpoints: 25
  – Final cycle utilization of the critical path: 0.690
  – Count of unclocked register or latch pins: 20
  – Setup tns final: 0 ps
  – Setup repair after global routing missed its margin: no
  – Maximum clock skew at final layout: 3.77 ps
  – Number of setup violations in the final report: 0
  – Crit path time final: roughly 2300 ps
  – Relative slew margins: 0.418
  – Final Hold Fails: 0
  – Worst path setup slack after routing: 1050 ps
  – Worst Max-Slew Pin Slew: 871 ps
  – Max-slew violation count: 0

Route
  – Antenna Nets Post-Route: 0
  – Drt initial violations: 510
  – Total routed wirelength: 21.5 mm
  – Via count normalized by instance count: 5.74
  – Post-detailed-route wirelength per cell: 14.6 um
  – Routed via count: 8488
  – Antenna Cells: 0
  – Drc violations: 0
  – 1st-pass router iterations: 5

Run
  – Max-cap violation count: 0
  – Tool warning count: just under 60

Min path
  – Hold crit path type: flop to flop
-- per-stage QoR --
stage	power, W	hold WS [ps]	utilization
after floorplan	0.000580	453	-
after global placement	0.000598	477	0.425
after detailed placement	0.000598	476	0.425
after CTS	0.00123	491	0.434
after global routing	0.00126	501	0.434
final	0.00122	485	0.434
-- cells in the mapped netlist, drive strengths merged, types with 8 or more instances --
master,instances
and2,19
nand2b,17
o31ai,8
ha,112
o211a,8
dfxtp,51
nor3,45
o22ai,8
inv,83
nor2,101
and3,18
mux2i,8
nor4,9
nand2,90
buf,10
nand3,30
a22oi,8
fa,15
a21o,18
nor2b,9
a221oi,13
o21ai,83
dfrtn,14
xnor2,61
clkbuf,36
a21oi,85
o21a,15
xor2,25
or3,12
or2,8
a31oi,23
o211ai,27
a211oi,16
nand4,13
-- power by group through the flow --
| stage | Clock (W) | Combinational, W | Sequential, W |
|---|---|---|---|
| global route | 0.000670 | 0.0000316 | 0.000558 |
| CTS | 0.000647 | 0.0000286 | 0.000557 |
| finish | 0.000637 | 0.0000278 | 0.000557 |
-- sequential cells by signal (all words and copies together), names as in the netlist --
register and cells:
ClockForDisplay.count 17, Counter.o_count 14, data_0 7, data_1 7, data_2 7, data_3 7
DigitSelect.o_digitSelect 4, DigitSelect.o_ctrl 2, ClockForDisplay.o_clockForDisplay 1
-- kinds of logic after synthesis --
| group | Yosys count |
|---|---|
| AOI/OAI and AO/OA | 388 |
| and+or+nand+nor | 387 |
| xor gates and xnor gates | 90 |
| adders and majority gates | 132 |
| buffers and inverters | 133 |
| DFF | 66 |
| muxes | 12 |
-- per-layer routing --
| layer | vias up | GRT usage | routed length [um] |
|---|---|---|---|
| li1 | 4421 | - | - |
| met1 | 3899 | 0.305 | 11400 |
| met2 | 154 | 0.291 | 9440 |
| met3 | 14 | 0.0128 | 606 |
| met4 | 0 | 0.0127 | 142 |
| met5 | - | 0 | 0 |
-- area by class of cell --
class                   instances  area share
clock buffers                   6      0.0141
inverters                      87      0.0334
flip-flops and latches         66       0.142
repair buffers                 24      0.0213
well taps                     285      0.0362
multi-input cells            1009       0.746
clock inverters                 2     0.00610
-- worst paths after layout --
kind | from | slack, ps | end | cells past startpoint
worst max-delay path | data_2[3] | 1050 | o_LED[3] | 6
worst min-delay path | ClockForDisplay.count[15] | 480 | ClockForDisplay.count[15] | 1
worst min register to register | ClockForDisplay.count[15] | 480 | ClockForDisplay.count[15] | 1
worst max register to register | ClockForDisplay.count[12] | 1660 | ClockForDisplay.count[2] | 5
Power and IR drop assume default switching activity.
